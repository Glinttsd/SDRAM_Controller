==> design.v <==
module top(
	input				sclk			,
	input				s_rst_n		,
	input				rs232_rx		,
	output	wire			rs232_tx 
);
wire		[7:0]		rx_data			;
wire					tx_trig			;
uart_rx		uart_rx_inst(
	.sclk			(sclk		)		,
	.s_rst_n		(s_rst_n	)		,
	.rs232_rx		(rs232_rx	)		,  
	.rx_data		(rx_data	)		,  
	.po_flag		(tx_trig	)		   
);
uart_tx		uart_tx_inst(
	.sclk			(sclk		)		,
	.s_rst_n		(s_rst_n	)		,
	.rs232_tx		(rs232_tx	)		,
	.tx_trig		(tx_trig	)		,
	.tx_data		(rx_data	)
);
endmodule
module uart_rx(
	input				sclk		,
	input				s_rst_n	,
	input				rs232_rx	,  
	output	reg	[7:0]	rx_data	,  
	output	reg			po_flag	   
);
localparam	BAUD_END	=	56				;
localparam	BAUD_M		=	BAUD_END/2 - 1	;
localparam	BIT_END		=	8				;
reg						rx_r1				;
reg						rx_r2				;
reg						rx_r3				;
reg						rx_flag				;  
reg		[12:0]			baud_cnt				;  
reg						bit_flag				;  
reg		[3:0]			bit_cnt				;  
wire						rx_neg				;
assign	rx_neg	=		~rx_r2 & rx_r3	;
always @(posedge sclk)begin
	rx_r1	<=		rs232_rx;
	rx_r2	<=		rx_r1;
	rx_r3	<=		rx_r2;
end
always @(posedge sclk or negedge s_rst_n)begin  
	if(s_rst_n == 1'b0)
		baud_cnt	<=	'd0;
	else if(baud_cnt == BAUD_END)
		baud_cnt	<=	'd0;
	else if(rx_flag == 1'b1)
		baud_cnt	<= baud_cnt + 1'b1;
	else
		baud_cnt <= 'd0;
end
always @(posedge sclk or negedge s_rst_n)begin  
	if(s_rst_n == 1'b0)
		rx_flag	<=	1'b0;
	else if(rx_neg == 1'b1)
		rx_flag	<=	1'b1;
	else if(bit_cnt == 'd0 && baud_cnt == BAUD_END)
		rx_flag	<=	1'b0;
end
always @(posedge sclk or negedge s_rst_n)begin  
	if(s_rst_n == 1'b0)
		bit_flag	<=	1'b0;
	else if(baud_cnt == BAUD_M)
		bit_flag	<=	1'b1;
	else
		bit_flag	<=	1'b0;
end
always @(posedge sclk or negedge s_rst_n)begin  
	if(s_rst_n == 1'b0)
		bit_cnt	<=	'd0;
	else if(bit_flag == 1'b1 && bit_cnt == BIT_END)
		bit_cnt	<=	'd0;
	else if(bit_flag == 1'b1)
		bit_cnt	<=	bit_cnt + 1'b1;
end
always @(posedge sclk or negedge s_rst_n)begin  
	if(s_rst_n == 1'b0)
		rx_data	<=	'd0;
	else if(bit_flag == 1'b1 && bit_cnt >= 'd1)
		rx_data	<=	{rx_r2,rx_data[7:1]};
end	
always @(posedge sclk or negedge s_rst_n)begin  
	if(s_rst_n == 1'b0)
		po_flag	<=	1'b0;
	else if(bit_cnt == BIT_END && bit_flag == 1'b1)
		po_flag	<=	1'b1;
	else
		po_flag	<=	1'b0;
end
endmodule
module uart_tx(
	input				sclk		,
	input				s_rst_n	,
	output	reg			rs232_tx	,
	input				tx_trig	,
	input		[7:0]	tx_data
);
reg	[7:0]		tx_data_r	;
reg			tx_flag	;
reg	[12:0]	baud_cnt	;
reg			bit_flag	;
reg	[3:0]		bit_cnt	;
localparam	BAUD_END	=	56				;
localparam	BAUD_M		=	BAUD_END/2 - 1	;
localparam	BIT_END		=	8				;
always @(posedge sclk or negedge s_rst_n)begin  
	if(s_rst_n == 1'b0)
		tx_data_r	<=	'd0;
	else if(tx_trig == 1'b1 && tx_flag == 1'b0)
		tx_data_r	<=	tx_data;
end
always @(posedge sclk or negedge s_rst_n)begin  
	if(s_rst_n == 1'b0)
		tx_flag <= 1'b0;
	else if(tx_trig == 1'b1)
		tx_flag <= 1'b1;
	else if(bit_cnt == BIT_END && bit_flag == 1'b1)
		tx_flag <= 1'b0;
end
always @(posedge sclk or negedge s_rst_n)begin  
	if(s_rst_n == 1'b0)
		baud_cnt <= 'd0;
	else if(baud_cnt == BAUD_END)
		baud_cnt <= 'd0;
	else if(tx_flag == 1'b1)
		baud_cnt <= baud_cnt + 1'b1;
	else	
		baud_cnt <= 'd0;
end
always @(posedge sclk or negedge s_rst_n)begin  
	if(s_rst_n == 1'b0)
		bit_flag <= 1'b0;
	else if(baud_cnt == BAUD_END)
		bit_flag <= 1'b1;
	else
		bit_flag <= 1'b0;
end
always @(posedge sclk or negedge s_rst_n)begin  
	if(s_rst_n == 1'b0)
		bit_cnt <= 1'b0;
	else if(bit_flag == 1'b1 && bit_cnt == BIT_END)
		bit_cnt <= 1'b0;
	else if(bit_flag == 1'b1)
		bit_cnt <= bit_cnt + 1'b1;
end
always @(posedge sclk or negedge s_rst_n)begin  
	if(s_rst_n == 1'b0)
		rs232_tx <= 1'b1;
	else if(tx_flag == 1'b1)
		case(bit_cnt)
			0:		rs232_tx <= 1'b0;
			1:		rs232_tx <= tx_data_r[0];
			2:		rs232_tx <= tx_data_r[1];
			3:		rs232_tx <= tx_data_r[2];
			4:		rs232_tx <= tx_data_r[3];
			5:		rs232_tx <= tx_data_r[4];
			6:		rs232_tx <= tx_data_r[5];
			7:		rs232_tx <= tx_data_r[6];
			8:		rs232_tx <= tx_data_r[7];
			default:	rs232_tx <= 1'b1;
		endcase
	else	
		rs232_tx <= 1'b1;
end
endmodule
==> run.sh <==
#!/bin/bash
# OpenROAD 26Q1-2900-gdf79404cd8, Yosys 0.63+post, stock flow scripts
make -C /OpenROAD-flow-scripts/flow DESIGN_CONFIG=/design/flow/config.mk WORK_HOME=/design/flow/orfs finish
==> config.mk <==
export PLATFORM = sky130hd
export DESIGN_NAME = top
export DESIGN_NICKNAME = top
export VERILOG_FILES = /design/flow/design.v
export SDC_FILE = /design/flow/constraint.sdc
export NUM_CORES = 4
export LEC_CHECK = 1
export CORE_UTILIZATION = 40
==> constraint.sdc <==
current_design top

set clk_period 2.4
set clk_io_pct 0.2

create_clock -name clk0 -period $clk_period [get_ports {sclk}]

set non_clock_inputs [all_inputs -no_clocks]
set_input_delay [expr $clk_period * $clk_io_pct] -clock clk0 $non_clock_inputs
set_output_delay [expr $clk_period * $clk_io_pct] -clock clk0 [all_outputs]
==> results.tsv <==
metric	value	unit
drive_above_1_share	0.1506	
drtAntennaViolNets	0	
via_count	1690	
clock_skew	0.003924	ns
synth.ff_latch_count	59	
path_clk_slew	0.06	ns
cts_sinks	59	
n_fill_cell	575	
final_hold_viol_count	0	
die_y	84.05	microns
cp.required	2.62	ns
ys_sh_xor	0.07807	
final_cell_area	2993	sq um
synth-area-yosys	2693	sq um
dp_slack	0.5830	ns
cts-root-buf	clkbuf_8	
grt.total_usage	0.1417	
max_slew_margin	0.5634	
instances_no_fill	336	
dr.pass1.iters	4	
clock.fmax	550.2	MHz
grt_pass1_wl	7734	microns
synthCells	245	
row_count	29	
portBuffers	3	
antenna-diode-count	0	
grt_pass1_vias	1669	
startpoint	uart_rx_inst.bit_cnt[0]$_DFFE_PN0P_	
cts-hold-fix-buffers	0	
end_kind	flop	
hold_slack	0.1655	ns
ys_seq_share	0.5432	
place_hpwl	2792	microns
ctsLongestPathBuffers	2	
dieArea	7064	sq um
gp_congestion	0.8243	
critPathKind	flop to flop	
p_leak	1.345	nW
ctsResizeCount	0	
power_density	796.9	nW/um^2
status	finished, final reports clean	
grt_max_degree	28	
ys_warn_count	2	
ys_top_logic_family	simple AND/OR/NAND/NOR gates	
timing.rr.start	uart_rx_inst.bit_cnt[0]$_DFFE_PN0P_	
globalRouteOverflowTotal	0	
drtIter0Drc	73	
synth_area_per_cell	10.99	sq um
ys_sh_aoi	0.05251	
start_kind	flop	
warnings	32	
area_growth	11.15	%
finalMaxSlewViolations	0	
timing.setup.tns	0	ns
p_int	1.736	mW
yosys_cells	245	
p_clk_frac	0.368	
post-route-drc-count	0	
synth_adder_area_share	0.05112	
insertion_delay	0.33	ns
edf_count	0	
dpl_cell_area	2798	sq um
mux_share	0.07063	
setup_ws	0.5824	ns
seq_power_share	0.497	
core	6422	sq um
avgViaCountPerCell	5.030	
antenna_found_initial	0	
fp_util	0.4192	
synth.cell_area	2693	sq um
cp_max_fo	8	
die_w	84.05	microns
htreeDepth	3	
ys_sh_simple	0.1747	
tightest_slew	0.6536	ns
swShare	0.2723	
cap_violations	0	
setup_viol	0	
finalCritPeriodShare	0.7573	
hold_class	input port to asynchronous set/reset pin	
synthArstFlopShare	0.9492	
finalWirelength	4246	microns
yosysUniqueCellTypes	39	
rsz0062_at_grt	no	
dp.cells	320	
flop_cell	dfrtp_1	
wl_per_cell	12.64	microns
num_io_pins	4	
cts_made_buffers	9	
cts_setup_buffers	0	
layout_min_cycle_time	1.818	ns
p_switching	0.6494	mW
cts_tree	built	
power_frac_comb	0.135	
worstPathArrival	2.03	ns
max-vdd-ir-drop	0.0004374	V
## power by group through the flow
stage | Clock, mW | Sequential [mW] | Combinational [mW]
final | 0.878 | 1.18 | 0.322
after global routing | 0.961 | 1.20 | 0.380
after CTS | 0.916 | 1.18 | 0.329
## flip-flops by register name, indices dropped and copies added (netlist names)
signal,cells
uart_rx_inst.rx_data,8
uart_rx_inst.po_flag,1
uart_rx_inst.rx_flag,1
uart_rx_inst.bit_flag,1
uart_rx_inst.baud_cnt,13
uart_rx_inst.rx_r1,1
uart_rx_inst.bit_cnt,4
uart_tx_inst.baud_cnt,13
uart_tx_inst.tx_data_r,8
uart_tx_inst.tx_flag,1
uart_tx_inst.rs232_tx,1
uart_tx_inst.bit_cnt,4
uart_rx_inst.rx_r2,1
uart_rx_inst.rx_r3,1
uart_tx_inst.bit_flag,1
## through the flow
| stage | util | power (mW) |
|---|---|---|
| 3_3_place_gp | 0.4356 | 1.517 |
| 4_1_cts | 0.4660 | 2.429 |
| 6_report | 0.4660 | 2.385 |
| 2_1_floorplan | - | 1.443 |
| 5_1_grt | 0.4660 | 2.543 |
| 3_5_place_dp | 0.4356 | 1.529 |
## area by class of cell
class,count,area [sq um],area share
clock buffer,12,145.1,0.04849
clock inverter,4,50.05,0.01672
inverter,13,48.80,0.01630
multi-input combinational,166,1150,0.3842
sequential,59,1463,0.4887
tap,77,96.34,0.03219
timing repair buffer,5,40.04,0.01338
## final timing paths
kind,endpoint,slack [ns],cells past startpoint
max,uart_rx_inst.rx_data[6]$_DFFE_PN0P_,0.58,5
min,uart_tx_inst.tx_data_r[6]$_DFFE_PN0P_,0.17,1
max reg2reg,uart_rx_inst.rx_data[6]$_DFFE_PN0P_,0.58,5
min reg2reg,uart_rx_inst.rx_r2$_DFF_P_,0.33,0
max in group asynchronous,uart_rx_inst.rx_data[0]$_DFFE_PN0P_,1.58,2
min in group clk0,uart_rx_inst.rx_r2$_DFF_P_,0.33,0
## synthesized netlist by cell type, drive strengths merged, types with 2 or more instances
| cell | n | share of area |
|---|---|---|
| inv | 13 | 0.018 |
| nor4b | 3 | 0.0098 |
| nor2 | 31 | 0.043 |
| mux2 | 16 | 0.067 |
| nand4 | 7 | 0.016 |
| clkbuf | 5 | 0.0070 |
| a21oi | 2 | 0.0037 |
| nor4 | 5 | 0.012 |
| dfxtp | 3 | 0.022 |
| buf | 2 | 0.0046 |
| dfrtp | 55 | 0.51 |
| nand2 | 19 | 0.026 |
| a22oi | 2 | 0.0056 |
| nand3 | 12 | 0.022 |
| and4 | 3 | 0.0098 |
| xnor2 | 11 | 0.036 |
| ha | 11 | 0.051 |
| nor2b | 2 | 0.0046 |
| nor3 | 3 | 0.0056 |
| xor2 | 13 | 0.042 |
| a22o | 2 | 0.0070 |
| o21ai | 12 | 0.028 |
## cells in the final DEF (no fill, tap or decap), types with 2 or more instances in the layout
| cell type | synthesis | layout |
|---|---|---|
| a21oi_1 | 2 | 2 |
| a22oi_1 | 2 | 2 |
| and4_1 | 3 | 3 |
| buf_4 | 1 | 2 |
| clkbuf_1 | 5 | 2 |
| clkbuf_8 | 0 | 10 |
| clkdlybuf4s50_1 | 0 | 2 |
| clkinvlp_4 | 0 | 2 |
| dfrtp_1 | 55 | 55 |
| dfxtp_1 | 3 | 3 |
| ha_1 | 11 | 11 |
| inv_1 | 13 | 13 |
| mux2_2 | 16 | 16 |
| nand2_1 | 19 | 19 |
| nand3_1 | 12 | 12 |
| nand4_1 | 7 | 7 |
| nor2_1 | 31 | 31 |
| nor2b_1 | 2 | 2 |
| nor3_1 | 3 | 3 |
| nor4_1 | 5 | 5 |
| nor4b_1 | 3 | 3 |
| o21ai_0 | 10 | 10 |
| xnor2_1 | 11 | 11 |
| xor2_1 | 13 | 13 |
## metal layers
layer	vias to the layer above	share of wire	GRT usage
met1	805	0.51	0.2330
met2	21	0.44	0.2012
met4	0	0.014	0.01724
met5	-	0	0
met3	7	0.042	0.04016
li1	857	-	-
## worst max-delay path, stage by stage, from the launching register on
cell     delay (ns)
dfrtp_1        0.43
inv_1          0.08
ha_1           0.16
or3b_4         0.40
o21ai_4        0.27
mux2_2         0.37
## cells by family after synthesis
| kind of cell | count (synthesis) |
|---|---|
| compound gates | 21 |
| flops | 59 |
| mux | 17 |
| fa+ha+maj | 11 |
| xor+xnor | 24 |
| simple gates | 93 |
| buf+inv | 20 |
Power and IR drop assume default switching activity.
